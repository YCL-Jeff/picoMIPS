## config.mk

```make
export PLATFORM = sky130hd
export DESIGN_NAME = regs
export DESIGN_NICKNAME = regs
export VERILOG_FILES = /design/flow/design.v
export SDC_FILE = /design/flow/constraint.sdc
export NUM_CORES = 4
export LEC_CHECK = 1
export CORE_AREA = 10 10 111 111
export DIE_AREA = 0 0 121 121
```

## constraint.sdc

```tcl
current_design regs

set clk_period 1.5
set clk_io_pct 0.2

create_clock -name clk0 -period $clk_period [get_ports {clk}]

set non_clock_inputs [all_inputs -no_clocks]
set_input_delay [expr $clk_period * $clk_io_pct] -clock clk0 $non_clock_inputs
set_output_delay [expr $clk_period * $clk_io_pct] -clock clk0 [all_outputs]
```

## run.sh

```bash
#!/bin/bash
# OpenROAD 26Q1-2900-gdf79404cd8, Yosys 0.63+post, stock flow scripts
make -C /OpenROAD-flow-scripts/flow DESIGN_CONFIG=/design/flow/config.mk WORK_HOME=/design/flow/orfs finish
```

## design.v

```verilog
module regs #(
    parameter ADDR_WIDTH = 2,
    parameter DATA_WIDTH = 8
)(
    input logic clk,
    input logic reset,
    input logic w,
    input logic [ADDR_WIDTH-1:0] waddr,
    input logic [ADDR_WIDTH-1:0] raddr1,
    input logic [ADDR_WIDTH-1:0] raddr2,
    input logic [DATA_WIDTH-1:0] wdata,
    output logic [DATA_WIDTH-1:0] data1_q,
    output logic [DATA_WIDTH-1:0] data2_q
);
    reg [DATA_WIDTH-1:0] gpr [0:(1<<ADDR_WIDTH)-1];
    initial begin
        for (int i = 0; i < (1<<ADDR_WIDTH); i++) begin
            gpr[i] = 0;
        end
    end
    always @(posedge clk or posedge reset) begin
        if (reset) begin
            for (int i = 0; i < (1<<ADDR_WIDTH); i++) begin
                gpr[i] <= 0;
            end
        end else if (w) begin
            gpr[waddr] <= wdata;
        end
    end
    assign data1_q = gpr[raddr1];
    assign data2_q = gpr[raddr2];
endmodule
```

==> run_summary.xml <==
<?xml version="1.0" encoding="UTF-8"?>
<metrics>
  <group name="yosys">
    <metric name="synth-warning-count" unit="">2</metric>
    <metric name="synth-compound-area-share" unit="">0</metric>
    <metric name="yosys.stat.chipArea" unit="mm2">0.00160</metric>
    <metric name="synthesis.area" unit="mm2">0.00160</metric>
    <metric name="ys_types" unit="">8</metric>
    <metric name="synth.cellmix.xorXnorShare" unit="">0</metric>
    <metric name="post_synth_regs" unit="">32</metric>
    <metric name="ys_seq_share" unit="">0.502</metric>
    <metric name="yosys-stat-cells" unit="">89</metric>
    <metric name="largest_non_sequential_cell_family_by_area" unit="">multiplexers</metric>
    <metric name="fa_ha_area_frac" unit="">0</metric>
    <metric name="mux_share" unit="">0.451</metric>
    <metric name="syn_avg_cell_area" unit="um2">17.9</metric>
    <metric name="postSynthCellCount" unit="">89</metric>
    <metric name="yosys.area_share.simple" unit="">0.0321</metric>
  </group>
  <group name="global_routing">
    <metric name="global_route_total_overflow" unit="">0</metric>
    <metric name="via_count_of_the_first_global_routing_pass" unit="">1242</metric>
    <metric name="grt_pass1_wl" unit="mm">7.07</metric>
    <metric name="grt_max_degree" unit="">33</metric>
    <metric name="total_routing_resource_utilization_after_global_routing" unit="">0.0613</metric>
    <metric name="number_of_antenna_violations_at_the_first_check_in_global_routing" unit="">0</metric>
  </group>
  <group name="floorplanning">
    <metric name="dieArea" unit="mm2">0.0146</metric>
    <metric name="die_h" unit="um">121</metric>
    <metric name="initial_core_util" unit="">0.162</metric>
    <metric name="die_w" unit="um">121</metric>
    <metric name="pin_count" unit="">33</metric>
    <metric name="floorplan.rows" unit="">36</metric>
    <metric name="floorplan.core_area" unit="mm2">0.00986</metric>
  </group>
  <group name="worst_setup_path">
    <metric name="reg2reg_setup_slack" unit="ps">400</metric>
    <metric name="highest_fanout_seen_on_the_critical_path" unit="">2</metric>
    <metric name="reg2regPathDepth" unit="">4</metric>
    <metric name="rr_startpoint" unit="">gpr[3][0]$_DFFE_PP0P_</metric>
    <metric name="worst_reg2reg_endpoint" unit="">gpr[3][0]$_DFFE_PP0P_</metric>
    <metric name="worstSetupPathType" unit="">flop to output pin</metric>
    <metric name="cp-startpoint" unit="">gpr[1][5]$_DFFE_PP0P_</metric>
    <metric name="crit_path_end_kind" unit="">output pin</metric>
    <metric name="cp.arrival" unit="ps">1390</metric>
    <metric name="timing.critical_path.from_type" unit="">flop</metric>
    <metric name="timing.critical_path.required" unit="ps">1200</metric>
  </group>
  <group name="routing">
    <metric name="drtPass1Iterations" unit="">2</metric>
    <metric name="n_antenna_cell" unit="">0</metric>
    <metric name="drtAntennaViolNets" unit="">0</metric>
    <metric name="number_of_drc_violations_after_detailed_routing_iteration_0" unit="">35</metric>
    <metric name="count_of_vias_placed_by_the_detailed_router" unit="">1135</metric>
    <metric name="totalWireLength" unit="mm">4.44</metric>
    <metric name="avgRoutedWirePerCell" unit="um">14.8</metric>
    <metric name="drc" unit="">0</metric>
    <metric name="detail_route.vias_per_cell" unit="">3.80</metric>
  </group>
  <group name="power_and_ir_drop">
    <metric name="power_leakage" unit="nW">1.08</metric>
    <metric name="net-switching-power" unit="uW">668</metric>
    <metric name="power.density" unit="mW/mm2">1090</metric>
    <metric name="report.power.total" unit="mW">2.78</metric>
    <metric name="worst_ir_drop_vdd" unit="mV">0.460</metric>
    <metric name="p_int" unit="mW">2.12</metric>
    <metric name="power.combinational.fraction" unit="">0.300</metric>
    <metric name="power_frac_clock" unit="">0.291</metric>
    <metric name="power_switching_share" unit="">0.240</metric>
    <metric name="p_seq_frac" unit="">0.409</metric>
  </group>
  <group name="final_timing">
    <metric name="finalMaxSlewViolations" unit="">0</metric>
    <metric name="fin_worst_skew" unit="ps">0</metric>
    <metric name="grt_setup_unrepaired" unit="">yes</metric>
    <metric name="finalSetupViolCount" unit="">16</metric>
    <metric name="timing.hold.ws" unit="ps">359</metric>
    <metric name="slew_headroom" unit="">0.845</metric>
    <metric name="post-route-worst-setup-slack" unit="ps">-188</metric>
    <metric name="finalClockPeriodUsage" unit="">1.13</metric>
    <metric name="fin_crit" unit="ps">1690</metric>
    <metric name="fmax" unit="MHz">593</metric>
    <metric name="finalHoldViolations" unit="">0</metric>
    <metric name="tns" unit="ps">-1930</metric>
    <metric name="timing_worst_slew_pin_value" unit="ps">232</metric>
  </group>
  <group name="place">
    <metric name="post-dp-hpwl" unit="mm">3.04</metric>
    <metric name="area_post_placement" unit="mm2">0.00228</metric>
    <metric name="routabilityCongestion" unit="">0.725</metric>
    <metric name="detailedPlace.worstSlack" unit="ps">-726</metric>
    <metric name="dp_cells" unit="">266</metric>
    <metric name="port_buffers" unit="">32</metric>
  </group>
  <group name="layout">
    <metric name="final_cell_area" unit="mm2">0.00255</metric>
    <metric name="reg_top3" unit="">gpr: 32 flops</metric>
    <metric name="registers.top_by_ff_count" unit="">gpr</metric>
    <metric name="final_cells" unit="">299</metric>
    <metric name="largest_register_ffs" unit="">32</metric>
    <metric name="drive_gt1_frac" unit="">0.729</metric>
    <metric name="area_grow_syn2layout" unit="%">60.0</metric>
    <metric name="final_util" unit="">0.259</metric>
  </group>
  <group name="clock_tree">
    <metric name="clock_tree.htree_level_count" unit="">2</metric>
    <metric name="clockRootBuffer" unit="">sky130_fd_sc_hd__clkbuf_8</metric>
    <metric name="tritoncts" unit="">built</metric>
    <metric name="clock_sink_count" unit="">32</metric>
    <metric name="cts_inserted_buffers" unit="">5</metric>
    <metric name="hold_buffers" unit="">0</metric>
    <metric name="cts_buffer_depth" unit="">2</metric>
    <metric name="clock_insertion_delay_worst_skew" unit="ps">280</metric>
    <metric name="clkSlewWorstSetupHoldPaths" unit="ps">70</metric>
  </group>
  <group name="job">
    <metric name="cap_viol_max_count" unit="">0</metric>
    <metric name="log.warning_count" unit="">27</metric>
  </group>
  <group name="run_status">
    <metric name="run_status" unit="">complete, but fails checks</metric>
    <metric name="failed_checks" unit="">negative setup slack</metric>
  </group>
  <group name="worst_hold_path">
    <metric name="hold_path.class" unit="">input port to async pin</metric>
  </group>
</metrics>
[synth_stat cells]
master	n	area share
sky130_fd_sc_hd__mux2_2	32	0.23
sky130_fd_sc_hd__dfrtp_1	32	0.50
sky130_fd_sc_hd__nand3b_2	2	0.014
sky130_fd_sc_hd__mux4_2	16	0.23
sky130_fd_sc_hd__nand3_2	1	0.0063
sky130_fd_sc_hd__buf_2	4	0.013
sky130_fd_sc_hd__inv_1	1	0.0023
sky130_fd_sc_hd__nor3b_4	1	0.012
[cell usage in the layout (no fill, tap or decap), drive strengths merged]
| cell type | netlist | layout |
|---|---|---|
| clkinvlp | 0 | 1 |
| inv | 1 | 1 |
| buf | 4 | 58 |
| dfrtp | 32 | 32 |
| clkbuf | 0 | 5 |
| nand3 | 1 | 1 |
| clkdlybuf4s50 | 0 | 12 |
| nor3b | 1 | 1 |
| clkinv | 0 | 1 |
| bufinv | 0 | 1 |
| mux2 | 32 | 32 |
| clkdlybuf4s15 | 0 | 3 |
| mux4 | 16 | 16 |
| nand3b | 2 | 2 |
[power groups by stage]
stage,logic [mW],registers [mW],clock network [mW]
6_report,0.836,1.14,0.810
5_1_grt,0.901,1.16,0.872
4_1_cts,0.832,1.13,0.831
[final cells by class]
type	count	area, um2
inverters	1	3.75
multi-input cells	52	772
repair buffers	73	699
clock inverters	3	42.5
well taps	133	166
flip-flops and latches	32	801
fillers	973	7310
clock buffers	5	68.8
[repair_timing]
action                                  4_1_cts  5_1_grt
endpoints found under the setup margin       16       16
resized                                      72        3
buffers inserted                             24        1
pin swaps                                     0        0
[how the worst max path moves through the flow]
stage | endpoint | slack [ps] | cells past startpoint
after CTS | data1_q[4] | -200 | 3
after global routing | data2_q[5] | -250 | 3
final | data2_q[5] | -190 | 3
[worst max-delay path, stage by stage, from the launching register on]
cell and delay [ps]:
sky130_fd_sc_hd__dfrtp_1 380, sky130_fd_sc_hd__buf_4 140, sky130_fd_sc_hd__mux4_2 460, sky130_fd_sc_hd__buf_2 130
[cells by family (layout without fill, tap and decap cells)]
logic type | after synthesis | count (layout)
buffers and inverters | 5 | 82
DFF | 32 | 32
muxes | 48 | 48
and+or+nand+nor | 4 | 4
[per-layer routing]
layer	vias to the layer above	global-route usage	part of all wire
met3	4	0.0250	0.077
met5	-	0	0
met1	583	0.0808	0.44
met4	0	0.00754	0.0086
li1	508	-	-
met2	40	0.0956	0.48
No activity file was given, so power comes from the tool's default toggle rates.
