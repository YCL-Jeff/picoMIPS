**flow/design.v**
```verilog
`timescale 1ns / 1ps
module counter #(
    parameter n = 20
) (
    input logic fastclk,
    output logic clk
);
    logic [n-1:0] count;
    logic clk_reg;
    always_ff @(posedge fastclk) begin
        count <= count + 1;
        clk_reg <= count[n-1];
    end
    assign clk = clk_reg;
endmodule
```
**flow/config.mk**
```make
export PLATFORM = sky130hd
export DESIGN_NAME = counter
export DESIGN_NICKNAME = counter
export VERILOG_FILES = /design/flow/design.v
export SDC_FILE = /design/flow/constraint.sdc
export NUM_CORES = 4
export LEC_CHECK = 1
export CORE_AREA = 10 10 94 94
export DIE_AREA = 0 0 104 104
```
**flow/run.sh**
```bash
#!/bin/bash
# OpenROAD 26Q1-2900-gdf79404cd8, Yosys 0.63+post, stock flow scripts
make -C /OpenROAD-flow-scripts/flow DESIGN_CONFIG=/design/flow/config.mk WORK_HOME=/design/flow/orfs finish
```
**flow/constraint.sdc**
```tcl
current_design counter

set clk_period 3.7
set clk_io_pct 0.2

create_clock -name clk0 -period $clk_period [get_ports {fastclk}]

set non_clock_inputs [all_inputs -no_clocks]
set_input_delay [expr $clk_period * $clk_io_pct] -clock clk0 $non_clock_inputs
set_output_delay [expr $clk_period * $clk_io_pct] -clock clk0 [all_outputs]
```
==> impl_metrics.py <==
# Generated from Yosys and OpenROAD reports
metrics = {
    "run_status": {
        "status": "finished, final reports clean",
    },
    "setup_path": {
        "start_kind": "flip-flop",
        "end_kind": "output pin",
        "crit_buf_inv": 1,
        "ff2ff_setup_slack_ns": 2.18,
        "crit_required_ns": 2.96,
        "path_cells": "clkdlybuf4s50_1",
        "reg2regPathDepth": 5,
        "cp_max_fo": 1,
        "reg2reg_from": "count[0]",
        "crit_family": "buffers and inverters",
        "worstPathArrival_ns": 1.02,
        "slowest_delay_ns": 0.46,
        "critical_path.slowest_cell": "clkdlybuf4s50_1",
        "cp-startpoint": "clk_reg",
        "worstReg2RegEnd": "count[14]",
        "crit_type": "reg2out",
    },
    "clock_network": {
        "ctsHoldBuffers": 0,
        "cts_resized": 0,
        "clockBufferDepth": 2,
        "clock_latency_ns": 0.25,
        "cts-root-buf": "clkbuf_8",
        "clk_pin_slew_ns": 0.07,
        "postCtsSetupBuffers": 0,
        "cts_tree": "done",
        "ctsHtreeMaxLevel": 1,
        "cts_made_buffers": 3,
        "cts_sinks": 21,
    },
    "sta": {
        "rsz0062_at_grt": "false",
        "slew_headroom": 0.778,
        "fin_crit_sh": 0.475,
        "setup_viol": 0,
        "hold_viol": 0,
        "fin_skew_ns": 0.00219,
        "final.setup.tns_ns": 0,
        "slew_viol_final": 0,
        "min_period_ns": 1.76,
        "tightestPinTransition_ns": 0.330,
        "timing.fmax_ghz": 0.568,
    },
    "floorplan": {
        "fp_util": 0.114,
        "row_count": 30,
        "num_io_pins": 2,
        "fp.dieH_um": 104,
        "dieWidth_um": 104,
        "die_area_um2": 10800,
        "core_um2": 6830,
    },
    "placed_design": {
        "hpwlAfterDp_um": 752,
        "io_buffers": 1,
        "place_inst": 168,
        "place.gp.congestion": 0.708,
    },
    "synth": {
        "ys_types": 16,
        "top_cell_area_share": 0.541,
        "synthCells": 71,
        "syn_area_um2": 777,
        "ys_seq_elements": 21,
        "area_leaders": "dfxtp_1 (54%), xnor2_1 (10%), xor2_1 (10%), nand3_1 (3.9%), nand2_1 (3.4%)",
        "yosysWarnings": 1,
        "ys_cells": 71,
        "ys_seq_frac": 0.541,
        "top_area_cell": "dfxtp_1",
        "yosys_area_um2": 777,
        "syn_area_per_cell_um2": 10.9,
    },
    "worst_hold_path": {
        "hold_path_depth": 0,
        "min_path_type": "reg2reg",
        "hp-start": "count[19]",
        "worstHoldEndpoint": "clk_reg",
    },
    "global_route": {
        "grt_usage": 0.0193,
        "antenna_found_initial": 0,
        "grt-ovfl-total": 0,
        "grt_pass1_wl_mm": 1.77,
        "grt_max_degree": 12,
        "first_global_vias": 422,
    },
    "final_layout": {
        "layout_top_cell": "dfxtp_1",
        "largest_register_ffs": 20,
        "fill_cells": 776,
        "drive_above_1_share": 0.0789,
        "lay_top_cells": "dfxtp_1 (21), xnor2_1 (9), xor2_1 (9), nand2_1 (7), nand3_1 (6)",
        "syn_to_final_growth_pct": 22.5,
        "finalNonFillerCells": 172,
    },
    "routing": {
        "drt-pass1-iter-count": 3,
        "via_count": 449,
        "met3WireLength_um": 80,
        "highest_layer": "met3",
        "vias_per_cell": 2.61,
        "wl_per_cell_um": 5.86,
        "drt_drc_violations_left": 0,
        "ant_nets": 0,
        "routed-wl-met2_um": 410,
        "diodes": 0,
        "m1WireLength_um": 518,
        "drtIter0Drc": 24,
        "wirelength_mm": 1.01,
    },
    "power_and_ir_drop": {
        "internal_power_uw": 302,
        "seq_power_share": 0.609,
        "ir_drop_v": 0.000108,
        "power_frac_comb": 0,
        "p_per_area_nw_per_um2": 389,
        "p_leak_nw": 0.346,
        "switching_share": 0.184,
        "clkPwrFrac": 0.391,
        "p_sw_uw": 68.3,
    },
    "flow_run": {
        "drv_cap": 0,
        "tool_warnings": 25,
    },
}
==> cell type report <==
type | instances | area (um^2) | area share
Timing Repair Buffer | 1 | 10.0 | 0.0105
Clock buffer | 4 | 45.0 | 0.0473
Inverter | 2 | 7.51 | 0.00788
Multi-Input combinational cell | 48 | 349 | 0.367
Sequential cell | 21 | 420 | 0.442
Tap cell | 96 | 120 | 0.126
==> per-layer routing <==
| layer | vias to the layer above | GRT usage |
|---|---|---|
| li1 | 246 | - |
| met1 | 198 | 0.0250 |
| met2 | 5 | 0.0275 |
| met3 | 0 | 0.0125 |
| met4 | 0 | 0.000994 |
| met5 | - | 0 |
==> Yosys cell counts <==
cell type	count
dfxtp_1	21
xnor2_1	9
xor2_1	9
nand2_1	7
nand3_1	6
nor2_1	5
nand4_1	3
and3_1	2
inv_1	2
and4_1	1
ha_1	1
nand4_4	1
nor3_1	1
nor3_2	1
nor4_1	1
nor4_4	1
==> power by group through the flow <==
stage / sequential (mW) / combinational, mW / clock (mW)
CTS: 0.226 / 0.000000154 / 0.151
global route: 0.226 / 0.000000154 / 0.157
finish: 0.226 / 0.000000154 / 0.145
==> cells by family (layout without fill, tap and decap cells) <==
kind of cell	after synthesis	after routing	share of synthesized area
XOR/XNOR	18	18	0.203
adder cells (fa/ha/maj)	1	1	0.0161
buffers and inverters	2	7	0.00967
flip-flops	21	21	0.541
AND/OR/NAND/NOR	29	29	0.230
==> worst max-delay path by stage <==
| stage | slack [ns] | to | depth (start not counted) |
|---|---|---|---|
| 4_1_cts | 1.92 | clk | 1 |
| 5_1_grt | 1.88 | clk | 1 |
| 6_report | 1.94 | clk | 1 |
==> stage by stage <==
step | total power [mW] | hold WS (ns) | setup WS, ns | cell area (um^2) | utilization
after floorplan | 0.231 | 0.350 | 2.32 | 777 | -
after global placement | 0.231 | 0.357 | 2.21 | 907 | 0.133
after detailed placement | 0.231 | 0.360 | 2.20 | 907 | 0.133
after CTS | 0.377 | 0.370 | 1.92 | 952 | 0.139
after global routing | 0.383 | 0.377 | 1.88 | 952 | 0.139
final | 0.371 | 0.370 | 1.94 | 952 | 0.139
Power figures rest on the tool's default switching activity, not on a simulated workload.
